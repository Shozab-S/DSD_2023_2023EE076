### flow/config.mk
export PLATFORM = sky130hd
export DESIGN_NAME = lab_5
export DESIGN_NICKNAME = lab_5
export VERILOG_FILES = /design/flow/design.v
export SDC_FILE = /design/flow/constraint.sdc
export NUM_CORES = 4
export LEC_CHECK = 1
export CORE_AREA = 10 10 70 70
export DIE_AREA = 0 0 80 80
### flow/constraint.sdc
current_design lab_5

set clk_period 1.0
set clk_io_pct 0.2

create_clock -name clk0 -period $clk_period

set non_clock_inputs [all_inputs -no_clocks]
set_input_delay [expr $clk_period * $clk_io_pct] -clock clk0 $non_clock_inputs
set_output_delay [expr $clk_period * $clk_io_pct] -clock clk0 [all_outputs]
### flow/design.v
`timescale 1ns / 1ps
module lab_5(
input logic a,
input logic b,
input logic c,
input logic d,
output logic A,B,C,D,E,F,G
    );
assign A = (~a&~b&~c&d) | (~a&b&~c&~d) | (a&b&~c&d) | (a&~b&c&d);
assign B = (~a&b&~c&d) | (~a&b&c&~d) | (a&b&~c&~d) | (a&b&c) | (a&~b&c&d);
assign C = (~a&~b&c&~d) | (a&b&~d) | (a&b&c);
assign D = (~a&~b&~c&d) | (~a&b&~c&~d) | (b&c&d)| (a&~b&c&~d);
assign E = (~a&~b&d) | (~a&b&~c)|(~a&c&d)| (~b&~c&d) ;
assign F = (~a&~b&d)| (~a&~b&c)|(~a&c&d)|(a&b&~c&d)  ;
assign G = (~a&~b&~c)| (~a&b&c&d)|(a&b&~c&~d)  ;
endmodule
### flow/run.sh
#!/bin/bash
# OpenROAD 26Q1-2900-gdf79404cd8, Yosys 0.63+post, stock flow scripts
make -C /OpenROAD-flow-scripts/flow DESIGN_CONFIG=/design/flow/config.mk WORK_HOME=/design/flow/orfs finish
==> notes.md <==
The full implementation flow was run.

The flow ran to the end, but the final reports show violations. The final reports fail on setup timing. The cell count after synthesis stands at 35. The routed design shows a via density per instance of 3.27.

The minimum hold slack stands at 694 ps. The last timing report of the flow puts the setup violation total at 7. Before placement the cells fill 6.23% of the core. Walking the critical path from launch to capture passes 6 cell instances. The number of antenna violations at the first check in global routing came to 0. The combined global-route utilization of all metal layers stands at 2.63%. The worst setup path is captured at an output pin. Summing every instance area after synthesis gives 213 um^2. Broken down by cell family, the worst path's largest delay share belongs to buffers and inverters.

The arrival time reported for the critical path endpoint stands at 920 ps. Clock buffers in the final layout number 0. For reference, the critical path cell chain is buf_8 -> buf_6 -> and3_4 -> a31oi_1 -> nand2_1 -> buf_2. 11 I/O pins were placed.

The power per unit of standard cell area stands at 395 mW/mm^2. The number of cells in the finished layout apart from fillers stands at 104. In this run the VDD rail shows a maximum IR drop of 66.7 uV. The worst setup path is of the input port to output pin kind. The final standard cell utilization of the core stands at 16.0%. Based on the critical path, the design can be clocked at up to 891 MHz.

Max-cap violations in this run came to 0. Setup slack on the critical path of the routed design comes to -123 ps. The count of buffering cells on the critical path with inverters included stands at 3. The count of input and output buffers stands at 11. The floorplan has 21 rows. Max fanout on the critical path was recorded as 6. Note that the worst hold path type here is input port to output pin.

The critical path's largest stage delay stands at 170 ps. The via count of the first global-routing pass stands at 304. The final route contains 340 vias. The height of the die stands at 80 um. The worst setup slack after placement stands at -927 ps. The total of hold buffers inserted after clock tree synthesis stands at 0. In the layout the commonest cells are sky130_fd_sc_hd__buf_6, sky130_fd_sc_hd__buf_4, sky130_fd_sc_hd__buf_2. The critical path's slowest stage uses the library cell sky130_fd_sc_hd__and3_4. The time the worst path needs with I/O delays and setup stands at 1120 ps. The largest net degree at the start of global routing stands at 8. The number of DRC markers in iteration 0 stands at 26. According to the floorplan report, the placeable core area is 0.00342 mm^2. The final number of max-transition violations stands at 0. The leakage component of the power stands at 0.244 nW. The final wirelength stands at 988 um. STA classifies the critical path startpoint as an input port. Setup repair after global routing could not meet its margin everywhere. The worst-case headroom to the max-slew limit stands at 90.8%.

Per the placement report, the placed cell count is 94. The most common logic cell in the final layout is sky130_fd_sc_hd__buf_6. Setup total negative slack on the finished layout was measured at -519 ps. The per-instance average area after synthesis stands at 6.08 um^2. The final hold violation count recorded for this run is 0.

For the worst setup path, the data required time is 800 ps. The detailed-routing iteration count for the pre-antenna-repair pass stands at 3. The yosys synthesis warning count stands at 0. The cell area after layout stands at 547 um^2. The total grt overflow stands at 0. The first global-routing pass estimated 1460 um of wire. Per the post-route antenna check, the number of violating nets is 0.

The area of all sequential standard cells stands at 0 um^2. The number of antenna diodes stands at 0. The routed wire length per instance stands at 9.50 um. The share of post-route cells with drive strength above 1 stands at 72.4%. After detailed routing, the number of remaining DRC violations is 0. Relative to the synthesized area, the layout overhead comes to 157%. The instance area after placement stands at 397 um^2.

STA shows the worst min-delay path finishing at A. The number of logged tool warnings stands at 34. OpenROAD reports that the post-layout worst path occupies 112% of the period.

The floorplan die area stands at 0.00640 mm^2. The overall power stands at 216 uW. The synthesized netlist was found by Yosys to have 35 cells.

Note, the detailed placer reported a final HPWL of 599 um. In this run, distinct cell masters in the synthesized netlist total 21. Along the worst hold path, the cell count comes to 3. The worst-margin pin slew stands at 138 ps. There are 0 flip-flops and latches. The area figure in the yosys stat output stands at 213 um^2.

Looking at hold timing, the worst path starts from d. The x dimension of the die stands at 80 um. The register share after synthesis stands at 0%. At the end of routability-driven placement, the weighted congestion stood at 0.640.
-- layer usage --
layer	GRT usage [%]	vias to the layer above	wire length, um	part of all wire (%)
met5	0	-	0	0
met4	0	0	0	0
met3	0.114	0	19	1.9
met2	4.25	5	476	48
met1	3.97	160	492	50
li1	-	175	-	-
-- cell families (layout without fill, tap and decap cells) --
kind of cell | count (synthesis) | count (layout) | share of synthesized area [%]
AND-OR/OR-AND | 11 | 11 | 30.0
buffers and inverters | 5 | 28 | 15.3
AND/OR/NAND/NOR | 18 | 18 | 47.1
XOR/XNOR | 1 | 1 | 7.65
-- Yosys cell counts --
cell / n / area (um^2)
sky130_fd_sc_hd__buf_4: 1 / 7.51
sky130_fd_sc_hd__nand3b_1: 1 / 7.51
sky130_fd_sc_hd__o2bb2ai_1: 1 / 8.76
sky130_fd_sc_hd__nand4_1: 1 / 6.26
sky130_fd_sc_hd__nand2_1: 2 / 7.51
sky130_fd_sc_hd__nand4b_1: 1 / 8.76
sky130_fd_sc_hd__and2_1: 1 / 6.26
sky130_fd_sc_hd__and2b_1: 2 / 15.0
sky130_fd_sc_hd__o21ai_1: 4 / 20.0
sky130_fd_sc_hd__a21oi_1: 3 / 15.0
sky130_fd_sc_hd__and3_1: 1 / 6.26
sky130_fd_sc_hd__o21ai_0: 1 / 5.00
sky130_fd_sc_hd__inv_2: 1 / 3.75
sky130_fd_sc_hd__a22o_1: 1 / 8.76
sky130_fd_sc_hd__a31oi_1: 1 / 6.26
sky130_fd_sc_hd__nand2b_1: 1 / 6.26
sky130_fd_sc_hd__nor2_1: 3 / 11.3
sky130_fd_sc_hd__nand3_1: 5 / 25.0
sky130_fd_sc_hd__buf_2: 2 / 10.0
sky130_fd_sc_hd__xor2_2: 1 / 16.3
sky130_fd_sc_hd__buf_6: 1 / 11.3
-- cell type report --
type	count	area [um^2]
well taps	46	57.6
repair buffers	27	251
fillers	385	2870
inverters	1	6.26
multi-input cells	30	231
-- worst max path at each step --
stage | start | end | slack [ps]
CTS | a | A | -230
global route | d | D | -170
finish | d | D | -120
-- report_power, final --
group	internal (mW)	total [mW]	switching, mW
sequential	0	0	0
clock	0	0	0
combinational	0.130	0.216	0.0861
-- repair_timing --
item	in CTS	in global routing
setup buffers	10	1
setup endpoints to repair	7	7
hold endpoints to repair	0	0
resized	65	10
cloned	1	0
pin swaps	11	9
Power figures rest on the tool's default switching activity, not on a simulated workload.

**./design.v**
```verilog
`timescale 1ns / 1ps
module exp7 (
    input logic clk, rst, wr, 
    input logic [2:0] addr,   
    input logic [3:0] value,  
    output logic [6:0] seg_out, 
    output logic [7:0] an_out  
);
    logic slow_clk;
    logic [19:0] clk_count;
    logic [2:0] active_display;
    logic [3:0] display_mem [7:0];  
    always_ff @(posedge clk or posedge rst) begin
        if (rst) begin
            clk_count <= 0;
            slow_clk <= 0;
        end else begin
            if (clk_count == 20'd499999) begin
                clk_count <= 0;
                slow_clk <= ~slow_clk; 
            end else begin
                clk_count <= clk_count + 1;
            end
        end
    end
    always_ff @(posedge slow_clk or posedge rst) begin
        if (rst)
            active_display <= 3'b000;
        else
            active_display <= active_display + 1;
    end
    always_ff @(posedge slow_clk or posedge rst) begin
        if (rst)
            an_out <= 8'b11111111;
        else begin
            case (active_display)
                3'b000: an_out <= 8'b11111110;
                3'b001: an_out <= 8'b11111101;
                3'b010: an_out <= 8'b11111011;
                3'b011: an_out <= 8'b11110111;
                3'b100: an_out <= 8'b11101111;
                3'b101: an_out <= 8'b11011111;
                3'b110: an_out <= 8'b10111111;
                3'b111: an_out <= 8'b01111111;
                default: an_out <= 8'b11111111;
            endcase
        end
    end
    always_ff @(posedge clk or posedge rst) begin
        if (rst) begin
        end else if (wr) begin
            display_mem[addr] <= value;
        end
    end
    always_ff @(posedge slow_clk or posedge rst) begin
        if (rst)
            seg_out <= 7'b1111111;  
        else begin
            case (display_mem[active_display])
                4'h0: seg_out <= 7'b1000000;
                4'h1: seg_out <= 7'b1111001;
                4'h2: seg_out <= 7'b0100100;
                4'h3: seg_out <= 7'b0110000;
                4'h4: seg_out <= 7'b0011001;
                4'h5: seg_out <= 7'b0010010;
                4'h6: seg_out <= 7'b0000010;
                4'h7: seg_out <= 7'b1111000;
                4'h8: seg_out <= 7'b0000000;
                4'h9: seg_out <= 7'b0010000;
                4'hA: seg_out <= 7'b0001000;
                4'hB: seg_out <= 7'b0000011;
                4'hC: seg_out <= 7'b1000110;
                4'hD: seg_out <= 7'b0100001;
                4'hE: seg_out <= 7'b0000110;
                4'hF: seg_out <= 7'b0001110;
                default: seg_out <= 7'b1111111;
            endcase
        end
    end
endmodule
```
**./run.sh**
```bash
#!/bin/bash
# OpenROAD 26Q1-2900-gdf79404cd8, Yosys 0.63+post, stock flow scripts
make -C /OpenROAD-flow-scripts/flow DESIGN_CONFIG=/design/flow/config.mk WORK_HOME=/design/flow/orfs finish
```
**./config.mk**
```make
export PLATFORM = sky130hd
export DESIGN_NAME = exp7
export DESIGN_NICKNAME = exp7
export VERILOG_FILES = /design/flow/design.v
export SDC_FILE = /design/flow/constraint.sdc
export NUM_CORES = 4
export LEC_CHECK = 1
export CORE_UTILIZATION = 30
```
**./constraint.sdc**
```tcl
current_design exp7

set clk_period 4.8
set clk_io_pct 0.2

create_clock -name clk0 -period $clk_period [get_ports {clk}]

set non_clock_inputs [all_inputs -no_clocks]
set_input_delay [expr $clk_period * $clk_io_pct] -clock clk0 $non_clock_inputs
set_output_delay [expr $clk_period * $clk_io_pct] -clock clk0 [all_outputs]
```
==> out/qor.rpt <==
FINISH
------------------------------------------------------------------------------------
Area growth from synthesis to final layout                                    15.77%
Finished Layout Cells                                                            393
Share of cells above drive strength 1                                         13.08%
Register cell area after layout                                           1956 sq um
Filler cell count in the final layout                                            944
Footprint of the multi-input gates                                        1036 sq um

POWER
------------------------------------------------------------------------------------
Switch share                                                                  21.76%
Max rail drop VDD                                                        0.0001278 V
Logic gate share of total power                                                 4.1%
Leakage dissipation                                                         1.443 nW
Clock Power Share                                                              32.6%
Sequential fraction of design power                                            63.3%
Internal power                                                              609.0 uW
Switching power                                                             169.4 uW
PwrDens                                                                 217.9 nW/um^2

DIE
------------------------------------------------------------------------------------
Die Y-Extent                                                                103.4 um
Area of the core                                                          9864 sq um
Ports placed on the boundary                                                      25
Die Span X                                                                  103.4 um
Die ar.                                                                  10690 sq um
Site Rows                                                                         36
Core utilization before placement                                             31.28%

JOB
------------------------------------------------------------------------------------
Count of maximum capacitance violations                                            0
Number of OpenROAD warnings                                                       34

SYNTH
------------------------------------------------------------------------------------
Dominant register cell                                                  sky130_fd_sc_hd__edfxtp_1
Register bit count reported by yosys                                              71
Cell Type Count                                                                   42
Chip area line of the yosys report                                        3085 sq um
Seq/Total Area, Yosys                                                         63.38%
EDFF count, synth                                                                 32
Proportion of synthesized flip-flops having asynchronous set or reset         54.93%
Synthesized instance count                                                       230
Number of cell instances after yosys synthesis                                   230
Synthesized area                                                          3085 sq um
Count of warnings emitted by yosys                                                 2
Mean post-synth cell area                                                13.42 sq um

GLOBAL ROUTE
------------------------------------------------------------------------------------
Number of antenna violations at the first check in global routing                  0
Vias in the first global route                                                  1779
Global routing usage on met3                                                  2.937%
Overall track demand over capacity in global routing                          10.75%
Total gr overflow                                                                  0
Pin count of the biggest net entering global routing                              42
Met1 layer usage reported by global route                                     17.78%
Global-route wire length before repair                                       8645 um
Most congested layer reported by global routing                                 met1
Global-route met2 utilization                                                 14.98%

DETAILED ROUTING
------------------------------------------------------------------------------------
Post-route antenna net violation count                                             0
Starting DRC count in detailed routing                                            83
Vias after detailed routing                                                     1792
Drt via density                                                                4.560
Detailed-route DRC error count                                                     0
Average detailed-routed wire length per instance                            13.04 um
Total Wirelength                                                             5124 um
First-pass iteration count of the detailed router                                  5
Number of inserted diodes                                                          0

FINAL TIMING
------------------------------------------------------------------------------------
Setup Skew                                                                  12.33 ps
Register pins left without a clock                                                18
Actual slew at the worst max-slew pin                                       714.8 ps
Total Negative Setup Slacks                                                     0 ps
RSZ-0062 raised after global routing                                              no
Final Hold Fails                                                                   0
Final worst path period share                                                 55.19%
Period minus WS final                                                        2649 ps
Setup-failing EPs final                                                            0
Rel. slew slack                                                               51.98%
Final Max Slew Viols                                                               0
Maximum operating frequency                                                377.5 MHz
Post-layout worst setup margin                                               2151 ps
Worst Hold Slack                                                            474.0 ps
Number of unconstrained endpoints                                                 33

CLOCK NETWORK
------------------------------------------------------------------------------------
Number of clock buffers inserted by TritonCTS                                      5
Level count of the clock H-tree                                                    2
# hold bufs at CTS                                                                 0
Clock Pin Slew Worst Setup and Hold Paths                                      90 ps
Deepest clock path buffer count                                                    2
Number of setup buffers added after CTS                                            0
Cell at the root of the clock tree                                      sky130_fd_sc_hd__clkbuf_8
Latency at later pin                                                          310 ps
CTS tree                                                                       built
CTS resizes                                                                        0

PLACEMENT
------------------------------------------------------------------------------------
Setup slack after placement                                                  1777 ps
Placed Cells                                                                     385
Routability cong.                                                             0.8229
Estimated wirelength of the detail-placed design                             3752 um
Port buffer count                                                                 24

CRITICAL PATH
------------------------------------------------------------------------------------
Kind of launch point of the worst setup path                               input pin
Type of destination of the critical path                                   flip-flop
Max Fanout on Critical Path                                                       41
Required time of the critical path                                           4750 ps
Category of the most critical setup path                                      in2reg
Worst EP arrival                                                             2600 ps

WORST HOLD PATH
------------------------------------------------------------------------------------
Worst min-delay path category                                                reg2reg

RUN STATUS
------------------------------------------------------------------------------------
Run status                                                              finished, final reports clean

area by class of cell:
type / count / area share, %
flip-flops and latches: 71 / 54.75
multi-input cells: 138 / 29.00
repair buffers: 26 / 7.145
well taps: 133 / 4.658
clock buffers: 5 / 1.926
inverters: 17 / 1.786
clock inverters: 3 / 0.7356
worst max-delay path: stages:
cell and delay [ps]:
sky130_fd_sc_hd__clkdlybuf4s50_1 400, sky130_fd_sc_hd__inv_1 50, sky130_fd_sc_hd__buf_4 430, sky130_fd_sc_hd__nand3b_1 230
sky130_fd_sc_hd__nor3_1 510
power groups by stage:
stage	registers (mW)	logic, mW	clock network, mW
after global routing	0.493	0.0360	0.285
final	0.493	0.0317	0.254
after CTS	0.493	0.0328	0.260
path summary, 6_finish.rpt:
| path | startpoint | endpoint | slack (ps) | cells past startpoint |
|---|---|---|---|---|
| hold / removal | clk_count[19]$_DFF_PP0_ | clk_count[19]$_DFF_PP0_ | 470 | 1 |
| setup / recovery | rst | display_mem[0][0]$_DFFE_PP_ | 2150 | 5 |
| hold reg to reg | clk_count[19]$_DFF_PP0_ | clk_count[19]$_DFF_PP0_ | 470 | 1 |
| max in group asynchronous | rst | clk_count[1]$_DFF_PP0_ | 3370 | 3 |
| min in group asynchronous | rst | clk_count[16]$_DFF_PP0_ | 1060 | 3 |
| setup reg to reg | clk_count[2]$_DFF_PP0_ | clk_count[19]$_DFF_PP0_ | 3020 | 5 |
synthesized netlist by cell type (all sizes together) (8+ instances only):
cell,count,share of area (%)
nand2,10,1.2
inv,17,2.1
dfrtp,24,19
edfxtp,32,31
ha,13,5.3
dfstp,15,13
mux2i,10,3.2
nor2,16,1.9
nand3,11,1.8
nand2b,8,1.9
xor2,12,3.4
nor3,8,1.5
per-stage QoR:
step	instance area, sq um	utilization [%]	power (mW)
after global routing	3572	36.21	0.8140
after floorplan	3085	-	0.5173
after global placement	3477	35.25	0.5351
after CTS	3572	36.21	0.7852
final	3572	36.21	0.7784
after detailed placement	3477	35.25	0.5353
sequential cells by signal, summed over array words and instances, names as in the netlist:
| name | flops |
|---|---|
| display_mem | 32 |
| an_out | 8 |
| slow_clk | 1 |
| active_display | 3 |
| clk_count | 20 |
| seg_out | 7 |
routing by layer:
layer,vias to the layer above,part of all wire (%)
met5,-,0
met1,863,53
li1,883,-
met2,42,41
met4,0,1.1
met3,4,4.6
placed cells by master (no fill, tap or decap), drive strengths merged, types with 2 or more instances in the layout:
| cell type | netlist | final |
|---|---|---|
| edfxtp | 32 | 32 |
| dfrtp | 24 | 24 |
| a222oi | 3 | 3 |
| o21ai | 4 | 4 |
| and3 | 4 | 4 |
| nand2b | 8 | 8 |
| inv | 17 | 18 |
| mux2i | 10 | 10 |
| xnor2 | 5 | 5 |
| dfstp | 15 | 15 |
| and2 | 3 | 3 |
| clkinvlp | 0 | 2 |
| o22ai | 3 | 3 |
| nand4 | 3 | 3 |
| clkdlybuf4s50 | 0 | 24 |
| ha | 13 | 13 |
| nand3 | 11 | 11 |
| nor4b | 2 | 2 |
| xor2 | 12 | 12 |
| buf | 2 | 2 |
| and4 | 2 | 2 |
| nand2 | 10 | 10 |
| a31oi | 3 | 3 |
| nor2 | 16 | 16 |
| mux2 | 2 | 2 |
| a22o | 2 | 2 |
| a221o | 2 | 2 |
| nor3 | 8 | 8 |
| clkbuf | 2 | 5 |
| a221oi | 2 | 2 |
| a22oi | 2 | 2 |
logic make-up (layout without fill, tap and decap cells):
group | after synthesis | count (layout) | synth area share [%]
buffers and inverters | 21 | 51 | 3.041
xor gates and xnor gates | 17 | 17 | 4.826
AOI/OAI and AO/OA | 25 | 25 | 7.056
muxes | 12 | 12 | 3.974
DFF | 71 | 71 | 63.38
adders and majority gates | 13 | 13 | 5.272
and+or+nand+nor | 71 | 71 | 12.45
Power figures rest on the tool's default switching activity, not on a simulated workload.
